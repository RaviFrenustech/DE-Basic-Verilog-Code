### design/flow/config.mk
export PLATFORM = sky130hd
export DESIGN_NAME = Multiplier
export DESIGN_NICKNAME = Multiplier
export VERILOG_FILES = /design/flow/design.v
export SDC_FILE = /design/flow/constraint.sdc
export NUM_CORES = 4
export LEC_CHECK = 1
export CORE_AREA = 10 10 70 70
export DIE_AREA = 0 0 80 80
### design/flow/constraint.sdc
current_design Multiplier

set clk_period 1.1
set clk_io_pct 0.2

create_clock -name clk0 -period $clk_period [get_ports {clk}]

set non_clock_inputs [all_inputs -no_clocks]
set_input_delay [expr $clk_period * $clk_io_pct] -clock clk0 $non_clock_inputs
set_output_delay [expr $clk_period * $clk_io_pct] -clock clk0 [all_outputs]
### design/flow/design.v
module data_path (
    input clk, clr_P, load_P, load_B, msb_out, lsb_out, sel_sum, load_A, shift_A, 
    inout [7:0] data,
    output AO
);
wire [7:0] sum, shiftadd;
reg [7:0] A, B, P;
wire co;
always @(posedge clk ) if (load_B) B <= data;
always @(posedge clk ) if (load_P) P <= {co&sel_sum, shiftadd[7:1]};
assign {co, sum} = P + B;
always @(posedge clk ) begin
    case({load_A, shift_A})
    2'b01: A <= {shiftadd[0],A[7:1]};
    2'b10: A <= data;
    default : A <= A;
    endcase
end
assign shiftadd = clr_P?8'h0:(~sel_sum?P:sum);
assign data = lsb_out ? A : 8'hzz;
assign data = msb_out ? P : 8'hzz;
endmodule
module controller ( 
    input clk, start, AO,
    output reg clr_P, load_P, load_B, msb_out, lsb_out, sel_sum,
    output reg load_A, Shift_A, done 
);
reg [3:0] current;
always @ ( posedge clk ) begin
    clr_P = 0; load_P = 0; load_B = 0; msb_out = 0;
    lsb_out = 0;
    sel_sum = 0; load_A = 0; Shift_A = 0; done = 0;
    case ( current )
        4'b0000 :
            if (~start) begin
                current <= 4'b0000;
                done = 1;
            end 
            else begin
            current <= 4'b0001;
            load_A = 1; clr_P = 1; load_P = 1;
            end
        4'b0001 : begin
            current <= 4'b0010;
            load_B = 1;
            end
        4'b0010, 4'b0011, 4'b0100, 4'b0101, 4'b0110, 4'b0111, 4'b0111, 4'b1000, 4'b1001 : begin
            current <= current + 1;
            Shift_A = 1; load_P = 1; if (AO) sel_sum = 1;
            end
        4'b1010 : begin
            current <= 4'b1011;
            lsb_out = 1;
            end
        4'b1011 : begin
            current <= 4'b0000;
            msb_out = 1;
            end
        default : current <= 4'b0000;
        endcase
end
endmodule
module Multiplier ( 
    input clk, start,
    inout [7:0] databus,
    output lsb_out, msb_out, done );
wire clr_P, load_P, load_B, msb_out, lsb_out, sel_sum, load_A, Shift_A;
data_path dpu ( clk, clr_P, load_P, load_B,msb_out, lsb_out, sel_sum, load_A, Shift_A, databus,AO );
controller cu ( clk, start, AO, clr_P, load_P, load_B,msb_out, lsb_out, sel_sum, load_A, Shift_A, done );
endmodule
### design/flow/run.sh
#!/bin/bash
# OpenROAD 26Q1-2900-gdf79404cd8, Yosys 0.63+post, stock flow scripts
make -C /OpenROAD-flow-scripts/flow DESIGN_CONFIG=/design/flow/config.mk WORK_HOME=/design/flow/orfs finish
==> deck_impl_summary.md <==
Synthesis and Place & Route Summary

Worst setup path
  – CP endpoint kind: flip-flop
  – Critical Path Slowest Stage Cell: sky130_fd_sc_hd__dfxtp_4
  – Critical R2R Capture: cu.current[1]
  – Maximum net fanout on the critical path: 4
  – Count of cells along the worst register-to-register path: 5
  – Kind of start point of the critical path: flip-flop
  – Slack of the worst reg-to-reg path: -0.07 ns
  – Arrival time worst endpoint: 1.32 ns
  – Kind of critical path: flip-flop to flip-flop
  – Crit path largest cell delay: approximately 0.4 ns
  – Startpoint of the worst-slack reg-to-reg timing path: cu.current[0]
  – Cell-by-cell trace of the critical path: inv_4 > ha_4 > inv_2 > and3_1 > o32ai_1
  – Required @ worst endpoint: 1.26 ns

Final timing
  – Setup slack of the critical path after layout: -0.0651 ns
  – Worst hold slack: between 0.5 and 0.6 ns
  – Post-layout period usage of the worst path: 106%
  – Final Hold Fails: 0
  – Fmax achieved: ~860 MHz
  – Number of pins exceeding their max-slew limit in the final report: 0
  – RSZ-0062 raised after global routing: yes
  – Clock skew after layout: around 0.0020 ns
  – Setup TNS: -0.196 ns
  – Minimum clock period: 1.17 ns
  – Number of setup violations in the final report: 4

Power
  – Fraction of power spent switching nets: about 39%
  – Part of the power in registers: between 20 and 30%
  – Power per Cell Area: 2700 mW/mm²
  – Maximum VDD drop: 0.564 mV
  – Combinational share of power: between 50% and 60%
  – Share of power burned in the clock network: ~14%
  – Internal power: 1.05 mW
  – Power dissipated by switching net loads: 0.660 mW
  – Leakage dissipation: approximately 0.25 nW

Die
  – FP Util: around 12%
  – Die area: about 0.0064 mm²
  – Chip width: about 80 µm
  – I/O pin count: 13
  – Area of the core: approximately 0.0034 mm²
  – Cell row count: 21
  – Die Ht: 80 µm

Synth
  – Mux frac, synth: 0%
  – Synthesized-area fraction occupied by xor and xnor cells: 0%
  – Fa+ha+maj area frac: around 12%
  – Main logic family after synthesis: buffers and inverters
  – Largest type area fraction: 33.6%
  – Mean instance size in the synthesized netlist: between 9 and 10 µm²
  – Cell types occupying the most area after synthesis: sky130_fd_sc_hd__dfxtp_1 34%, sky130_fd_sc_hd__buf_4 14%, sky130_fd_sc_hd__ha_1 12%
  – Instance count of the mapped netlist: 46
  – Synthesized chip area reported by yosys: 417 µm²
  – Post-synth design cell area: 417 µm²
  – Synthesis-stage register bit count: 7
  – And+or+nand+nor area frac: 15.9%
  – Cell type with the highest aggregate area in the netlist: sky130_fd_sc_hd__dfxtp_1
  – Count of instantiated cells in the yosys netlist: between 40 and 50
  – Area fraction in compound gates: 18.6%
  – Total of warnings raised by yosys: 15
  – Seq share, synth: 33.6%
  – Count of different cell masters after synthesis: 19

Place
  – Detailed placement HPWL: around 660 µm
  – Dpl cell area: between 500 and 600 µm²
  – Number of port buffers: 4
  – Routability Congestion: 0.774

Run status
  – Violated checks: setup timing
  – Run status: finished with violations

Route
  – ANT nets after route: 0
  – Antenna diode count: 0
  – DR pass1 iterations: 2
  – Total via count after detailed routing: between 300 and 400
  – Wire length per cell after detailed routing: about 8.4 µm
  – Drt first-iter violations: 14
  – DRC Markers: 0
  – Final wirelength: roughly 880 µm
  – Detail-routed via count per cell: 3.35

GRT
  – Via count of the first global-routing pass: 343
  – Initial antenna violation count: 0
  – Pin count of the biggest net entering global routing: 9
  – Total grt overflow: 0
  – Global-route usage over all layers: under 10%
  – Wire length of the first global-routing pass: about 1.4 mm

Flow run
  – Count of max-cap constraint violations: 0
  – Total tool warning count: 31

Finish
  – Utilization after layout: a little under a fifth
  – Fraction of final layout cells with drive strength greater than 1: roughly 42%
  – Layout Cell Area excl Fill: between 600 and 700 µm²
  – Most frequent cells in the layout: 8 x sky130_fd_sc_hd__conb_1, 6 x sky130_fd_sc_hd__buf_4, 5 x sky130_fd_sc_hd__nor2_1, 5 x sky130_fd_sc_hd__dfxtp_1, 4 x sky130_fd_sc_hd__ha_4
  – Commonest non-fill, non-tap cell in the layout: sky130_fd_sc_hd__conb_1
  – Synth-to-Final Area Change: 52.3%

Clocking
  – Sinks on the clock net: 7
  – # H-tree levels: 1
  – TritonCTS Buffers: 3
  – Clock latency of the later-clocked register in the worst-skew pair: about 0.25 ns
  – Clock root buffer: sky130_fd_sc_hd__clkbuf_4
  – Clock tree from TritonCTS: built
  – Clock-pin slew of the registers on the worst-case setup and hold paths: about 0.05 ns
  – Number of hold-repair buffers added at the cts stage: 0
  – Max clock buf depth: 2

Hold path
  – Critical hold path startpoint: start
  – Hold-critical path depth: 2
  – Worst Hold Path EP: cu.done
  – HP Class: input port to flip-flop
==> state kept, by name (all words and copies together) (netlist names) <==
name        cells
cu.lsb_out      1
cu.current      4
cu.done         1
cu.msb_out      1
==> worst max-delay path, delay by kind of cell (launching register included) <==
kind / cells / cell delay [ns]
simple gates: 1 / 0.13
fa+ha+maj: 1 / 0.26
buf+inv: 2 / 0.09
compound gates: 1 / 0.19
flops: 1 / 0.40
==> per-layer routing <==
| metal | GRT usage (%) | wire, µm | share of wire (%) | vias up |
|---|---|---|---|---|
| li1 | - | - | - | 176 |
| met1 | 3.02 | 408 | 46 | 157 |
| met2 | 4.09 | 366 | 42 | 14 |
| met3 | 0.909 | 55 | 6.3 | 5 |
| met4 | 1.41 | 50 | 5.7 | 0 |
| met5 | 0 | 0 | 0 | - |
==> kinds of logic (layout without fill, tap and decap cells) <==
group / after synthesis / after routing
adders and majority gates: 4 / 4
AOI/OAI and AO/OA: 9 / 9
buffers and inverters: 13 / 19
DFF: 7 / 7
other: 1 / 8
and+or+nand+nor: 12 / 12
==> synth_stat cells <==
| cell type | number |
|---|---|
| sky130_fd_sc_hd__a21o_1 | 1 |
| sky130_fd_sc_hd__a21oi_1 | 1 |
| sky130_fd_sc_hd__a31o_2 | 1 |
| sky130_fd_sc_hd__and3_1 | 1 |
| sky130_fd_sc_hd__buf_4 | 8 |
| sky130_fd_sc_hd__conb_1 | 1 |
| sky130_fd_sc_hd__dfxtp_1 | 7 |
| sky130_fd_sc_hd__ha_1 | 4 |
| sky130_fd_sc_hd__inv_1 | 5 |
| sky130_fd_sc_hd__nand2b_2 | 1 |
| sky130_fd_sc_hd__nand3_1 | 2 |
| sky130_fd_sc_hd__nor2_1 | 5 |
| sky130_fd_sc_hd__nor3_1 | 1 |
| sky130_fd_sc_hd__nor4b_1 | 2 |
| sky130_fd_sc_hd__o21a_1 | 2 |
| sky130_fd_sc_hd__o21ai_1 | 1 |
| sky130_fd_sc_hd__o221ai_2 | 1 |
| sky130_fd_sc_hd__o22ai_2 | 1 |
| sky130_fd_sc_hd__o32ai_1 | 1 |
==> worst max path at each step <==
stage | from | end | slack, ns | cells after the start
CTS | cu.current[0] | cu.current[0] | -0.06 | 5
global route | cu.current[0] | cu.current[0] | -0.13 | 5
finish | cu.current[0] | cu.current[1] | -0.07 | 5
==> timing repair <==
action	CTS	global route
resized	9	1
endpoints found under the setup margin	7	5
pin swaps	2	2
cloned	0	0
buffers inserted	0	0
==> power groups by stage <==
| stage | sequential (mW) | clock (mW) | combinational (mW) |
|---|---|---|---|
| after CTS | 0.476 | 0.248 | 0.975 |
| after global routing | 0.509 | 0.261 | 1.07 |
| final | 0.494 | 0.236 | 0.982 |
==> metrics by stage <==
stage	instances	setup WS (ns)	total power, mW
6_report	105	-0.0651	1.71
3_5_place_dp	101	-0.0829	1.38
2_1_floorplan	53	-0.00946	1.11
4_1_cts	105	-0.0577	1.70
3_3_place_gp	101	-0.0617	1.37
5_1_grt	105	-0.127	1.84
==> layout make-up <==
cell class | count | area [µm²]
Clock buffer | 4 | 26.3
Fill cell | 391 | 2780
Inverter | 5 | 23.8
Multi-Input combinational cell | 33 | 298
Sequential cell | 7 | 148
Tap cell | 46 | 57.6
Timing Repair Buffer | 10 | 81.3
Power and IR drop assume default switching activity.
