==> ./design.v <==
module and_or_prog_delay 
(
    output reg [0:7] D,
    input [1:0] A,B,C,enable
);
always @*
begin
    D[0] <= !( (!A) && (!B) && (!C) && (!enable) );
    D[1] <= !( (!A) && (!B) && C && (!enable) );
    D[2] <= !( (!A) && B && (!C) && (!enable) );
    D[3] <= !( (!A) && B && C && (!enable) );
    D[4] <= !( A && (!B) && (!C) && (!enable) );
    D[5] <= !( A && (!B) && C && (!enable) );
    D[6] <= !( A && B && (!C) && (!enable) );
    D[7] <= !( A && B && C && (!enable) );
end
endmodule
==> ./run.sh <==
#!/bin/bash
# OpenROAD 26Q1-2900-gdf79404cd8, Yosys 0.63+post, stock flow scripts
make -C /OpenROAD-flow-scripts/flow DESIGN_CONFIG=/design/flow/config.mk WORK_HOME=/design/flow/orfs finish
==> ./config.mk <==
export PLATFORM = sky130hd
export DESIGN_NAME = and_or_prog_delay
export DESIGN_NICKNAME = and_or_prog_delay
export VERILOG_FILES = /design/flow/design.v
export SDC_FILE = /design/flow/constraint.sdc
export NUM_CORES = 4
export LEC_CHECK = 1
export CORE_AREA = 10 10 70 70
export DIE_AREA = 0 0 80 80
==> ./constraint.sdc <==
current_design and_or_prog_delay

set clk_period 1.1
set clk_io_pct 0.2

create_clock -name clk0 -period $clk_period

set non_clock_inputs [all_inputs -no_clocks]
set_input_delay [expr $clk_period * $clk_io_pct] -clock clk0 $non_clock_inputs
set_output_delay [expr $clk_period * $clk_io_pct] -clock clk0 [all_outputs]
==> impl_metrics.env <==
# physical design summary
export IMPL_status="finished with violations"
export IMPL_violations="setup timing"
export IMPL_setup_viol=4
export IMPL_dp_hpwl_um=487
export IMPL_p_per_area_nw_per_um2=251
export IMPL_critPathMaxFanout=3
export IMPL_post_drt_wl_per_cell_um=7.49
export IMPL_max_freq_ghz=0.861
export IMPL_final_common_cell="buf_2"
export IMPL_logic_area_um2=133
export IMPL_dp_cells=76
export IMPL_fillers=400
export IMPL_peakVddDrop_mv=0.0373
export IMPL_synth_cells=14
export IMPL_cp_end_kind="output port"
export IMPL_power_frac_comb_pct=100.0
export IMPL_die_width_um=80
export IMPL_routed_via_density=2.53
export IMPL_flops=0
export IMPL_antenna_found_initial=0
export IMPL_vias=205
export IMPL_first_global_vias=220
export IMPL_post_dp_cell_area_um2=318
export IMPL_fin_ws_ns=-0.0611
export IMPL_clock_buffers=0
export IMPL_grtUsageTotal_pct=1.69
export IMPL_gp_congestion=0.770
export IMPL_seqCellArea_um2=0
export IMPL_fp_util_pct=2.93
export IMPL_drt_initial_drc_count=0
export IMPL_p_sw_share_pct=43.6
export IMPL_die_h_um=80
export IMPL_drt_pre_antenna_iters=1
export IMPL_synth_area_um2=100
export IMPL_yosys_area_um2=100
export IMPL_grt_max_degree=6
export IMPL_drc=0
export IMPL_wl_um=607
export IMPL_start_kind="input port"
export IMPL_hold_class="in2out"
export IMPL_num_rows=21
export IMPL_finalCriticalPeriod_ns=1.16
export IMPL_die_area_um2=6400
export IMPL_maxSlewViolCount=0
export IMPL_ys_seq_share_pct=0
export IMPL_worstSetupPathType="in2out"
export IMPL_layout_drive_gt1_share_pct=82.9
export IMPL_grt_pass1_wl_um=952
export IMPL_grt_ovfl_total=0
export IMPL_fin_tns_setup_ns=-0.170
export IMPL_ys_cells=14
export IMPL_area_growth_pct=241
export IMPL_yosysWarnings=1
export IMPL_syn_area_per_cell_um2=7.15
export IMPL_io_buffers=16
export IMPL_final_antenna_net_count=0
export IMPL_synth_cell_types=9
export IMPL_final_cell_mix="12 x buf_2, 3 x buf_6, 3 x buf_4"
export IMPL_final_area_um2=342
export IMPL_rsz0062_at_grt="yes"
export IMPL_clockPowerShare_pct=0
export IMPL_totalPowerFinal_uw=85.9
export IMPL_core_um2=3420
export IMPL_timing_final_crit_share_pct=106
export IMPL_drv_cap=0
export IMPL_pin_count=16
export IMPL_hold_viol=0
export IMPL_power_leakage_uw=0.000108
export IMPL_diodes=0
export IMPL_crit_required_ns=0.88
export IMPL_power_frac_seq_pct=0
export IMPL_warning_count=34
export IMPL_tightest_slew_ns=0.212
export IMPL_power_internal_uw=48.5
export IMPL_slew_headroom_pct=85.8
export IMPL_critPathArrivalTime_ns=0.94
export IMPL_p_switching_uw=37.4
export IMPL_ctsHoldBuffers=0
export IMPL_final_cell_count_no_fill=81
-- power by group through the flow --
stage	Clock, µW	Sequential (µW)	Combinational, µW
after CTS	0	0	84.7
after global routing	0	0	92.3
final	0	0	85.9
-- cell usage after synthesis, drive strengths merged --
library cell	instances	area share, %
nand2	1	3.7
nand3	2	10
nand3b	2	15
nand4	1	6.3
nor2	3	11
nor4	1	21
o2111ai	2	18
o22a	1	8.8
or2	1	6.3
-- cell families (layout without fill, tap and decap cells) --
kind of cell | Yosys count | count (layout) | share of synthesized area (%)
buf+inv | 0 | 21 | 0
simple gates | 11 | 11 | 73.7
compound gates | 3 | 3 | 26.3
-- metrics by stage --
step | utilization, % | hold WS, ns | worst slack [ns]
finish | 10.0 | 0.678 | -0.0611
global placement | 9.30 | 1.46 | -0.726
CTS | 10.0 | 0.761 | -0.0815
floorplan | - | 0.485 | 0.283
detailed placement | 9.30 | 1.47 | -0.736
global route | 10.0 | 0.709 | -0.140
-- final cells by class --
| cell class | instances | share of cell area [%] |
|---|---|---|
| repair buffers | 21 | 44.3 |
| multi-input cells | 14 | 38.8 |
| well taps | 46 | 16.8 |
-- routing by layer --
metal / vias up / global-route usage (%) / wire (µm)
li1: 101 / - / -
met1: 92 / 1.71 / 244
met2: 12 / 3.05 / 252
met3: 0 / 1.02 / 111
met4: 0 / 0 / 0
met5: - / 0 / 0
-- worst max-delay path: stages --
cell and delay [ns]:
buf_8 0.10, nor4_4 0.27, buf_4 0.16, nand3b_1 0.07, buf_2 0.12
-- final timing paths --
kind	start	to	slack (ns)	cells past startpoint
setup / recovery	C[1]	D[2]	-0.06	5
hold / removal	enable[0]	D[6]	0.68	4
-- timing repair --
| action | CTS | global route |
|---|---|---|
| endpoints found under the setup margin | 8 | 7 |
| pin swaps | 11 | 3 |
| setup buffers | 5 | 0 |
| resized | 72 | 2 |
| cloned | 0 | 0 |
No activity file was given, so power comes from the tool's default toggle rates.
